==> /design/flow/design.v <==
module packet_detector_controller(
    input clk,
    input rst,
    input start_i,
    input valid_i,
	input detect_o,
    output reg bussy_o,
    output reg [2:0] mode_o,
	output reg check_for_packet_detect_o,
	output reg r_i_to_ALU_a_o,
	output reg i_i_to_ALU_b_o,
	output reg mean_samples_to_ALU_o,
	output reg metrik_samples_to_ALU_R_o,
	output reg metrik_samples_to_ALU_I_o,
	output reg metrik_sum_R_to_ALU_a_o,
	output reg metrik_sum_I_to_ALU_b_o,
	output reg metrik_abs_to_ALU_A_o,
	output reg number_of_shifts_to_ALU_b_o,
	output reg payload_length_counter_to_ALU_a_o,
	output reg one_to_ALU_b_o,
	output reg wren_mean_abs_pow_o,
	output reg wren_mean_sum_o,
	output reg wren_metrik_sum_R_o,
	output reg wren_metrik_sum_I_o,
	output reg wren_metrik_abs_pow_o,
	output reg wren_metrik_shift_o,
	output reg wren_payload_length_counter_o,
	output reg wren_reset_payload_lenght_o
);
localparam SUM_23 		    = 3'd0;
localparam CMPLX_ABS_POW    = 3'd1;
localparam MULT 	        = 3'd2;
localparam SHIFT_RIGHT      = 3'd3;
localparam ALU_IDLE         = 3'd4;
localparam IDLE                    = 4'd0;
localparam MEAN_ABS_POW            = 4'd1;
localparam PAYLOAD_LENGTH_COUNTER  = 4'd2;
localparam MEAN_SUM                = 4'd3;
localparam METRIK_SUM_WITH_MULT_R  = 4'd4;
localparam METRIK_SUM_WITH_MULT_I  = 4'd5;
localparam WB1                     = 4'd6;
localparam METRIK_ABS_POW          = 4'd7;
localparam WB2                     = 4'd8;
localparam METRIK_SHIFT            = 4'd9;
localparam WB3                     = 4'd10;
localparam ENDIT                   = 4'd11;
  reg [3:0] current_state;
  reg [3:0] next_state;
  reg start_r;
  reg valid_r;
  always @(posedge clk) begin
    if(rst) begin
      valid_r       <= 1'b0;
      start_r       <= 1'b0;
      current_state <= IDLE;
    end else begin
      valid_r       <= valid_i;
      start_r       <= start_i;
      current_state <= next_state;
    end
  end
  always @(*) begin
    bussy_o                   = 1'b1;
    mode_o                    = ALU_IDLE;
    next_state                = current_state;
    check_for_packet_detect_o = 1'b0;
    r_i_to_ALU_a_o            = 1'b0;
    i_i_to_ALU_b_o            = 1'b0;
    mean_samples_to_ALU_o     = 1'b0;
    metrik_samples_to_ALU_R_o = 1'b0;
    metrik_samples_to_ALU_I_o = 1'b0;
    metrik_sum_R_to_ALU_a_o   = 1'b0;
    metrik_sum_I_to_ALU_b_o   = 1'b0;
    metrik_abs_to_ALU_A_o     = 1'b0;
    number_of_shifts_to_ALU_b_o = 1'b0;
    payload_length_counter_to_ALU_a_o = 1'b0;
    one_to_ALU_b_o = 1'b0;
    wren_mean_abs_pow_o       = 1'b0;
    wren_mean_sum_o           = 1'b0;
    wren_metrik_sum_R_o       = 1'b0;
    wren_metrik_sum_I_o       = 1'b0;
    wren_metrik_abs_pow_o     = 1'b0;
    wren_metrik_shift_o       = 1'b0;
    wren_payload_length_counter_o = 1'b0;
    wren_reset_payload_lenght_o = 1'b0;
    case(current_state)
      IDLE: begin
        bussy_o = 1'b0;
        if(start_r == 1'b1) begin
          next_state = MEAN_ABS_POW;
        end
      end
      MEAN_ABS_POW: begin
        r_i_to_ALU_a_o = 1'b1;
        i_i_to_ALU_b_o = 1'b1;
        mode_o = CMPLX_ABS_POW;
        next_state = PAYLOAD_LENGTH_COUNTER;
      end
	  PAYLOAD_LENGTH_COUNTER: begin 
		wren_mean_abs_pow_o   = 1'b1;
		payload_length_counter_to_ALU_a_o = 1'b1;
		one_to_ALU_b_o = 1'b1;
		mode_o = SUM_23;
		next_state = MEAN_SUM;
	  end
      MEAN_SUM: begin  
		wren_payload_length_counter_o = 1'b1;  
        mean_samples_to_ALU_o = 1'b1;
        mode_o = SUM_23;
        next_state = METRIK_SUM_WITH_MULT_R;
      end
      METRIK_SUM_WITH_MULT_R: begin
        wren_mean_sum_o              = 1'b1;
        metrik_samples_to_ALU_R_o    = 1'b1;
        mode_o = SUM_23;
        next_state = METRIK_SUM_WITH_MULT_I;
      end
      METRIK_SUM_WITH_MULT_I: begin
        wren_metrik_sum_R_o          = 1'b1;
        metrik_samples_to_ALU_I_o    = 1'b1;
        mode_o = SUM_23;
        next_state = WB1;
      end
      WB1: begin
        wren_metrik_sum_I_o = 1'b1;
        next_state = METRIK_ABS_POW;
      end
      METRIK_ABS_POW: begin
        metrik_sum_R_to_ALU_a_o = 1'b1;
        metrik_sum_I_to_ALU_b_o = 1'b1;
        mode_o = CMPLX_ABS_POW;
        next_state = WB2;
      end
      WB2: begin
        wren_metrik_abs_pow_o = 1'b1;
        next_state = METRIK_SHIFT;
      end
      METRIK_SHIFT: begin
        metrik_abs_to_ALU_A_o      = 1'b1;
        number_of_shifts_to_ALU_b_o= 1'b1;
        mode_o = SHIFT_RIGHT;
        next_state = WB3;
      end
      WB3: begin
        wren_metrik_shift_o = 1'b1;
        next_state = ENDIT;
      end
      ENDIT: begin
        check_for_packet_detect_o = 1'b1;
		if (detect_o)begin
			wren_reset_payload_lenght_o = 1'b1;
		end
        next_state = IDLE;
      end
      default: begin
        next_state = IDLE;
      end
    endcase
  end
endmodule
==> /design/flow/run.sh <==
#!/bin/bash
# OpenROAD 26Q1-2900-gdf79404cd8, Yosys 0.63+post, stock flow scripts
make -C /OpenROAD-flow-scripts/flow DESIGN_CONFIG=/design/flow/config.mk WORK_HOME=/design/flow/orfs finish
==> /design/flow/config.mk <==
export PLATFORM = sky130hd
export DESIGN_NAME = packet_detector_controller
export DESIGN_NICKNAME = packet_detector_controller
export VERILOG_FILES = /design/flow/design.v
export SDC_FILE = /design/flow/constraint.sdc
export NUM_CORES = 4
export LEC_CHECK = 1
export CORE_AREA = 10 10 72 72
export DIE_AREA = 0 0 82 82
==> /design/flow/constraint.sdc <==
current_design packet_detector_controller

set clk_period 2.1
set clk_io_pct 0.2

create_clock -name clk0 -period $clk_period [get_ports {clk}]

set non_clock_inputs [all_inputs -no_clocks]
set_input_delay [expr $clk_period * $clk_io_pct] -clock clk0 $non_clock_inputs
set_output_delay [expr $clk_period * $clk_io_pct] -clock clk0 [all_outputs]
==> Slide: Implementation Results <==
Synthesis and Place & Route Summary

Critical path
  • Worst path arrival time: roughly 1.4 ns
  • Setup slack, reg-to-reg: ~1.5 ns
  • Setup CP Type: in -> out
  • Worst EP required: ~1.7 ns
  • Most frequent cell on the critical path: clkdlybuf4s50_1
  • Maximum fanout along the worst path: 1
  • CP endpoint kind: output port
  • Delay-heaviest family, CP: buffers and inverters
  • CP Cell Sequence: clkdlybuf4s50_1 -> and2_1 -> clkdlybuf4s50_1
  • Crit-path slowest cell: clkdlybuf4s50_1
  • Critical path buffers and inverters: 2
  • Slowest stage delay, CP: about 0.46 ns
  • Crit path launch type: primary input

Pwr
  • Internal power: ~0.40 mW
  • Clk network pwr share: 0.428
  • Pleak: approximately 0.28 nW
  • Worst VDD drop: 0.162 mV
  • Net Switching: 0.0887 mW
  • Switching part of the total: 0.180
  • Pwr dens: 659 nW/um^2
  • Gate power share: 0.056
  • Part of the power in registers: 0.516

Logic synthesis
  • Synth Flop Type: dfxtp_1
  • Yosys chip area: approximately 440 um^2
  • Mean area per synthesized cell: 10.3 um^2
  • Cells after Synth: roughly 43
  • Max-area cell share: 0.589
  • Cell taking the most area after synthesis: dfxtp_1
  • Cell with the most instances after synthesis: dfxtp_1
  • Synth flops: 13
  • Ys async rst share: 0
  • Number of enable flip-flop cells: 0
  • Top post-synthesis cells by count: dfxtp_1 (13), nor2b_1 (11), buf_4 (8)
  • Synthesized cell area: 442 um^2
  • Synth Seq Share: 0.589
  • Synth warn: 1
  • Cell count in the Yosys report: between 40 and 50
  • Cell Type Count: 12
  • Cell area leaders: dfxtp_1 (59%), nor2b_1 (16%), buf_4 (14%)

STA
  • Final Hold Violating Endpoints: 0
  • Post-route setup TNS: 0 ns
  • Pins Over Slew Limit: 0
  • Final period util: 0.884
  • RSZ-0062 raised after global routing: false
  • Min cycle time layout: about 1.9 ns
  • Fmax: roughly 0.54 GHz
  • Slew @ Worst Pin: 0.430 ns
  • Setup Skew: about 0.0019 ns
  • Slew headroom: 0.712
  • Setup violators final: 0

Finish
  • Filler Cell Count: 405
  • Utilization after layout: 0.203
  • Area Overhead vs Synth: 69.4%
  • Ratio of cells with drive above 1 in the final layout: 0.0625

Clocking
  • Htree depth: 1
  • Clk sinks: 13
  • Inserted Clock Buffers: 3
  • Clk pin slew, worst setup/hold paths: approximately 0.05 ns
  • Clock root buffer: clkbuf_8
  • CTS max path bufs: 2
  • CTS tree: yes
  • Cts hold-fix bufs: 0
  • Insertion Delay late pin: 0.23 ns
  • Post-CTS Setup Inserts: 0

GRT
  • Pin count of the biggest net entering global routing: 14
  • Initial antenna violation count: 0
  • Vias in the first global route: around 340
  • Total global-route track usage: 0.0340
  • GRT overflow: 0
  • First-pass GRT wire length: between 1.5 and 2 mm

Detailed routing
  • Vias per Instance: 3.04
  • Initial DRT Pass Iterations: 2
  • Residual DRC count: 0
  • DRT iter0 DRCs: 3
  • Post-Route WL: between 1 and 1.5 mm
  • Antenna Nets Post-Route: 0
  • WL/cell: 10.5 um
  • Antenna Cells: 0
  • DR vias: between 300 and 400

Floorplanning
  • Die Size: about 6700 um^2
  • Cell Rows: 22
  • Ports: 29
  • DIE WIDTH: between 80 and 90 um
  • Core region area: roughly 3700 um^2
  • Pre-Place Util: 0.120
  • Vert. Die Dim: between 80 and 90 um

Min path
  • HP Class: reg -> reg

Placed design
  • Routability cong.: about 0.7
  • Port bufs: 27

Run
  • Max-cap check violation count: 0
  • Number of OpenROAD warnings: 26

Run status
  • Status: complete, no violations
-- state kept, by name (all words and copies together), names as in the netlist --
register,cells
current_state,12
start_r,1
-- power by group through the flow --
stage         Clock, mW  Combinational, mW  Sequential [mW]
CTS               0.220             0.0290            0.254
global route      0.237             0.0314            0.255
finish            0.211             0.0275            0.254
-- routing by layer --
layer  part of all wire  wire length, um  track usage  up-vias
li1                   -                -            -      165
met1               0.40              476       0.0359      152
met2               0.41              488       0.0525       21
met3               0.17              205       0.0286        2
met4             0.0085               10      0.00510        0
met5                  0                0            0        -
-- area by class of cell --
type / instances / area, um^2 / area share
timing repair buffer: 27 / 269 / 0.360
sequential: 13 / 262 / 0.349
multi-input combinational: 19 / 109 / 0.145
tap: 48 / 60.1 / 0.0803
clock buffer: 4 / 45.0 / 0.0602
inverter: 1 / 3.75 / 0.00502
-- final timing paths --
| kind | startpoint | cells after the start | endpoint |
|---|---|---|---|
| setup reg to reg | current_state[7] | 1 | current_state[4] |
| setup / recovery | detect_o | 3 | wren_reset_payload_lenght_o |
| hold / removal | start_r | 2 | current_state[6] |
| hold reg to reg | start_r | 2 | current_state[6] |
-- metrics by stage --
step / setup slack [ns] / instance area (um^2) / hold slack [ns] / std cells / power (mW)
finish: 0.243 / 748 / 0.430 / 112 / 0.493
detailed placement: 0.242 / 703 / 0.425 / 108 / 0.289
global placement: 0.238 / 703 / 0.413 / 108 / 0.289
floorplan: 0.825 / 442 / 0.407 / 43 / 0.268
global route: 0.174 / 748 / 0.449 / 112 / 0.523
CTS: 0.228 / 748 / 0.436 / 112 / 0.503
-- layout by cell type (no fill, tap or decap) --
cell type / count
and2_1: 1
clkbuf_1: 1
clkbuf_8: 3
clkdlybuf4s50_1: 26
dfxtp_1: 12
dfxtp_2: 1
dlygate4sd2_1: 1
inv_1: 1
nand2_1: 1
nor2_1: 3
nor2b_1: 11
o21ai_0: 1
or3_1: 1
or4_1: 1
-- cells by family (layout without fill, tap and decap cells) --
group                  count (synthesis)  count (layout)  synth area share
AND-OR/OR-AND                          1               1            0.0113
AND/OR/NAND/NOR                       18              18             0.235
flip-flops                            13              13             0.589
buffers and inverters                 11              32             0.164
-- what timing repair did --
item	in CTS	in global routing
gates resized	2	0
endpoints found under the hold margin	0	0
setup endpoints to repair	1	0
Power and IR drop assume default switching activity.
